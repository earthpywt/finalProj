$ cat run.sh
#!/bin/bash
# OpenROAD 26Q1-2900-gdf79404cd8, Yosys 0.63+post, stock flow scripts
make -C /OpenROAD-flow-scripts/flow DESIGN_CONFIG=/design/flow/config.mk WORK_HOME=/design/flow/orfs finish
$ cat config.mk
export PLATFORM = sky130hd
export DESIGN_NAME = vga
export DESIGN_NICKNAME = vga
export VERILOG_FILES = /design/flow/design.v
export SDC_FILE = /design/flow/constraint.sdc
export NUM_CORES = 4
export LEC_CHECK = 1
export CORE_AREA = 10 10 104 104
export DIE_AREA = 0 0 114 114
$ cat constraint.sdc
current_design vga

set clk_period 4.6
set clk_io_pct 0.2

create_clock -name clk0 -period $clk_period [get_ports {clk}]

set non_clock_inputs [all_inputs -no_clocks]
set_input_delay [expr $clk_period * $clk_io_pct] -clock clk0 $non_clock_inputs
set_output_delay [expr $clk_period * $clk_io_pct] -clock clk0 [all_outputs]
$ cat design.v
module vga(
    input wire clk,
    input wire [11:0] sw,
    input wire [1:0] push,
    output wire hsync, vsync,
    output wire [11:0] rgb
    );
    parameter WIDTH = 640;
    parameter HEIGHT = 480;
    parameter PADDLE_WIDTH = 20;
    parameter PADDLE_HEIGHT = 80;
    parameter BALL_SIZE = 20;
    reg [9:0] paddle1_y, paddle2_y;
    reg [9:0] ball_x, ball_y;
    reg [11:0] rgb_reg;
    reg reset = 0;
    wire [9:0] x, y;
    wire video_on;
    wire p_tick;
    vga_sync vga_sync_unit (
        .clk(clk), .reset(reset),
        .hsync(hsync), .vsync(vsync), .video_on(video_on), .p_tick(p_tick),
        .x(x), .y(y)
        );
    reg state = 0;
    reg [11:0] top_color = 0;
    always @(posedge clk) begin
       if (push[0]) state = !state;  
       if (push[1]) top_colora <= sw;  
    end
    always @(posedge p_tick)  
begin
    rgb_reg <= (x < PADDLE_WIDTH && y >= paddle1_y && y < paddle1_y + PADDLE_HEIGHT) ||
    ((x >= WIDTH - PADDLE_WIDTH) && y >= paddle2_y && y < paddle2_y + PADDLE_HEIGHT) ||
    (x >= ball_x && x < ball_x + BALL_SIZE && y >= ball_y && y < ball_y + BALL_SIZE) ? 12'b1111 : 12'b0000;
end
    assign rgb = (video_on) ? rgb_reg : 12'b0;
endmodule
module vga_sync(
    input wire clk, reset,
    output wire hsync, vsync, video_on, p_tick,
    output wire [9:0] x, y
    );
    localparam H_DISPLAY       = 640;        
    localparam H_L_BORDER      =  48;    
    localparam H_R_BORDER      =  16;    
    localparam H_RETRACE       =  96;        
    localparam H_MAX           = H_DISPLAY + H_L_BORDER + H_R_BORDER + H_RETRACE - 1;
    localparam START_H_RETRACE = H_DISPLAY + H_R_BORDER;
    localparam END_H_RETRACE   = H_DISPLAY + H_R_BORDER + H_RETRACE - 1;
    localparam V_DISPLAY       = 480;        
    localparam V_T_BORDER      =  10;    
    localparam V_B_BORDER      =  33;    
    localparam V_RETRACE       =   2;        
    localparam V_MAX           = V_DISPLAY + V_T_BORDER + V_B_BORDER + V_RETRACE - 1;
    localparam START_V_RETRACE = V_DISPLAY + V_B_BORDER;
    localparam END_V_RETRACE   = V_DISPLAY + V_B_BORDER + V_RETRACE - 1;
    reg [1:0] pixel_reg;
    wire [1:0] pixel_next;
    wire pixel_tick;
    always @(posedge clk, posedge reset)
        if(reset) pixel_reg <= 0;
        else pixel_reg <= pixel_next;
    assign pixel_next = pixel_reg + 1;  
    assign pixel_tick = (pixel_reg == 0);  
    reg [9:0] h_count_reg, h_count_next, v_count_reg, v_count_next;
    reg vsync_reg, hsync_reg;
    wire vsync_next, hsync_next;
    always @(posedge clk, posedge reset)
        if(reset) begin
            v_count_reg <= 0;
            h_count_reg <= 0;
            vsync_reg   <= 0;
            hsync_reg   <= 0;
        end
        else begin
            v_count_reg <= v_count_next;
            h_count_reg <= h_count_next;
            vsync_reg   <= vsync_next;
            hsync_reg   <= hsync_next;
        end
    always @* begin
        h_count_next = pixel_tick ?
                       h_count_reg == H_MAX ? 0 : h_count_reg + 1
                     : h_count_reg;
        v_count_next = pixel_tick && h_count_reg == H_MAX ?
                       (v_count_reg == V_MAX ? 0 : v_count_reg + 1)
                     : v_count_reg;
    end
    assign hsync_next = (h_count_reg >= START_H_RETRACE) && (h_count_reg <= END_H_RETRACE);
    assign vsync_next = (v_count_reg >= START_V_RETRACE) && (v_count_reg <= END_V_RETRACE);
    assign video_on = (h_count_reg < H_DISPLAY) && (v_count_reg < V_DISPLAY);
    assign hsync  = hsync_reg;
    assign vsync  = vsync_reg;
    assign x      = h_count_reg;
    assign y      = v_count_reg;
    assign p_tick = pixel_tick;
endmodule
==> reports/metrics.yaml <==
grt:
  grt_antenna_before_repair: 0
  grt-ovfl-total: 0
  grt_pass1_vias: 887
  grt_pass1_wl_mm: 3.98
  track_usage_pct: 3.56
  grt_max_degree: 14
floorplan:
  die_h_um: 114
  die_w_um: 114
  dieArea_um2: 13000
  coreArea_um2: 8680
  core.rowCount: 34
  io_pins: 29
  initial_core_util_pct: 16.6
clocking:
  tritoncts: "done"
  clk_pin_slew_ns: 0.08
  holdBufCountCts: 0
  htreeDepth: 1
  clock_latency_ns: 0.26
  numCtsBuffers: 3
  root_buffer: "clkbuf_8"
  cts_setup_buffers: 0
  cts_resized: 0
  clock_path_buffers: 2
critical_path:
  critPathKind: "reg -> out"
  cp_cell_sequence: "o21ai_0 -> and4b_1 -> clkdlybuf4s50_1"
  slowest_stage: "edfxtp_1"
  worstSetupStartpointType: "register"
  critPathMaxFanout: 7
  max_stage_delay_ns: 0.50
  crit_required_ns: 3.68
  critical_path_arrival_ns: 1.72
  crit_path_end_kind: "output port"
logic_synthesis:
  synth-main-ff-cell: "edfxtp_1"
  synth_cell_types: 36
  syn-instance-count: 136
  ys_warn_count: 44
  synth-edff-count: 20
  synth_async_sr_flop_share_pct: 0
  syn_avg_cell_area_um2: 10.6
  ys_ff: 25
  yosys_cells: 136
  ys_seq_share_pct: 48.7
  yosys_area_um2: 1440
  synth.cell_area_um2: 1440
final_timing:
  fin_skew_ns: 0.00305
  setup_viol: 0
  fmax_mhz: 378
  final_max_slew_viol_count: 0
  rsz0062_at_grt: "no"
  timing.setup.tns_ns: 0
  fin_ws_ns: 1.96
  untimed_endpoints: 1
  period_used_pct: 57.5
  tightest_slew_ns: 0.504
  hold_viol: 0
  holdWs_ns: 0.398
  unclocked_regs: 1
  slew_headroom_pct: 66.4
  fin_crit_ns: 2.64
routing:
  ant_nets: 0
  post-route-drc-count: 0
  wl_mm: 2.23
  viasPerCell: 3.70
  firstDrtPassIters: 6
  drt-wirelength-per-cell_um: 9.16
  drt-initial-drc-count: 56
  antennaDiodeCount: 0
  vias: 903
pwr:
  power.density_nw_per_um2: 224
  leakage_nw: 0.649
  clock_power_share_pct: 35.1
  irDropWorstVdd_mv: 0.118
  swShare_pct: 18.5
  power.switching_mw: 0.0659
  p_int_mw: 0.291
  pwr-share-comb_pct: 0.1
  seq_power_share_pct: 64.8
finish:
  syn_to_final_growth_pct: 10.6
  final_util_pct: 18.3
  drive_above_1_share_pct: 5.88
flow_run:
  log.warning_count: 43
  drv_cap: 0
status:
  status: "finished clean"
placed_design:
  place_congestion: 0.843
  place_ws_ns: 2.22
  hpwlAfterDp_mm: 1.65
  place.port_buffers: 6
min_path:
  hp-class: "reg -> reg"
-- final timing paths --
kind | start | end | slack [ns] | cells after the start
hold / removal | vga_sync_unit.pixel_reg[0] | vga_sync_unit.pixel_reg[0] | 0.40 | 1
setup / recovery | vga_sync_unit.h_count_reg[7] | rgb[0] | 1.96 | 3
setup reg to reg | vga_sync_unit.h_count_reg[0] | vga_sync_unit.v_count_reg[7] | 2.56 | 4
hold reg to reg | vga_sync_unit.pixel_reg[0] | vga_sync_unit.pixel_reg[0] | 0.40 | 1
-- stage by stage --
step	std cells	total power, mW	cell area, um^2
after CTS	244	0.364	1590
final	244	0.357	1590
after global placement	240	0.237	1550
after detailed placement	240	0.237	1550
after global routing	244	0.370	1590
after floorplan	143	0.241	1470
-- cells in the mapped netlist (2+ instances only) --
| cell | n | share of area, % |
|---|---|---|
| a21oi_1 | 5 | 1.7 |
| nand4_1 | 2 | 0.87 |
| nand3_1 | 5 | 1.7 |
| and4b_1 | 3 | 2.1 |
| a2111oi_0 | 2 | 1.2 |
| ha_1 | 6 | 5.2 |
| nor3_1 | 5 | 1.7 |
| and3_1 | 4 | 1.7 |
| edfxtp_1 | 20 | 42 |
| buf_2 | 4 | 1.4 |
| buf_4 | 12 | 6.3 |
| inv_1 | 8 | 2.1 |
| nor2b_1 | 3 | 1.3 |
| nor4_1 | 2 | 0.87 |
| nor2_1 | 10 | 2.6 |
| nand2_1 | 10 | 2.6 |
| xor2_1 | 8 | 4.9 |
| xnor2_1 | 4 | 2.4 |
| o21ai_0 | 2 | 0.70 |
| dfxtp_1 | 5 | 7.0 |
-- worst max-delay path: cells and delay by family, from the launching register on --
kind                   cells  cell delay (ns)
buffers and inverters      1             0.49
AND-OR/OR-AND              1             0.20
AND/OR/NAND/NOR            1             0.27
flip-flops                 1             0.50
-- cell type report --
cell class | instances | area, um^2
Sequential cell | 25 | 701
Inverter | 8 | 30.0
Fill cell | 975 | 7090
Multi-Input combinational cell | 93 | 621
Clock buffer | 3 | 41.3
Tap cell | 108 | 135
Timing Repair Buffer | 6 | 60.1
Clock inverter | 1 | 3.75
-- power by group through the flow --
stage | logic [mW] | clock network (mW) | registers [mW]
CTS | 0.000605 | 0.132 | 0.232
global route | 0.000730 | 0.138 | 0.232
finish | 0.000341 | 0.125 | 0.232
-- metal layers --
layer,vias up,part of all wire [%],GRT usage (%)
met4,0,0,0.167
met2,11,46,5.73
li1,466,-,-
met5,-,0,0
met3,0,3.3,1.33
met1,426,50,4.71
-- placed cells by master, fill, tap and decap left out, types with 5 or more instances in the layout --
master	n
nand2_1	10
edfxtp_1	20
a21oi_1	5
clkdlybuf4s50_1	6
nor2_1	10
ha_1	6
conb_1	8
nor3_1	5
dfxtp_1	5
nand3_1	5
inv_1	8
xor2_1	8
-- logic make-up (layout without fill, tap and decap cells) --
kind of cell / after synthesis / count (layout) / share of synthesized area (%)
XOR/XNOR: 12 / 12 / 7.30
adder cells (fa/ha/maj): 6 / 6 / 5.22
flip-flops: 25 / 25 / 48.7
other: 1 / 8 / 0.261
AND-OR/OR-AND: 16 / 16 / 8.00
multiplexers: 1 / 1 / 0.783
buffers and inverters: 25 / 18 / 10.0
AND/OR/NAND/NOR: 50 / 50 / 19.7
No activity file was given, so power comes from the tool's default toggle rates.

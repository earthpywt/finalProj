--- config.mk ---
export PLATFORM = sky130hd
export DESIGN_NAME = uart_rx
export DESIGN_NICKNAME = uart_rx
export VERILOG_FILES = /design/flow/design.v
export SDC_FILE = /design/flow/constraint.sdc
export NUM_CORES = 4
export LEC_CHECK = 1
export CORE_AREA = 10 10 83 83
export DIE_AREA = 0 0 93 93
--- constraint.sdc ---
current_design uart_rx

set clk_period 2.2
set clk_io_pct 0.2

create_clock -name clk0 -period $clk_period [get_ports {clk}]

set non_clock_inputs [all_inputs -no_clocks]
set_input_delay [expr $clk_period * $clk_io_pct] -clock clk0 $non_clock_inputs
set_output_delay [expr $clk_period * $clk_io_pct] -clock clk0 [all_outputs]
--- design.v ---
module uart_rx(
    input clk,
    input bit_in,
    output reg received,
    output reg [7:0] data_out
    );
    reg last_bit;
    reg receiving = 0;
    reg [7:0] count;
    always@(posedge clk) begin
        if (~receiving & last_bit & ~bit_in) begin
            receiving <= 1;
            received <= 0;
            count <= 0;
        end
        last_bit <= bit_in;
        count <= (receiving) ? count+1 : 0;
        case (count)
            8'd24:  data_out[0] <= bit_in;
            8'd40:  data_out[1] <= bit_in;
            8'd56:  data_out[2] <= bit_in;
            8'd72:  data_out[3] <= bit_in;
            8'd88:  data_out[4] <= bit_in;
            8'd104: data_out[5] <= bit_in;
            8'd120: data_out[6] <= bit_in;
            8'd136: data_out[7] <= bit_in;
            8'd152: begin received <= 1; receiving <= 0; end
        endcase
    end
endmodule
--- run.sh ---
#!/bin/bash
# OpenROAD 26Q1-2900-gdf79404cd8, Yosys 0.63+post, stock flow scripts
make -C /OpenROAD-flow-scripts/flow DESIGN_CONFIG=/design/flow/config.mk WORK_HOME=/design/flow/orfs finish
==> results.txt <==
Implementation run completed; key figures follow.

Power:
- The run gives the net switching power of the design as 291 uW.
- The run puts the share of power burned in registers at 54.7%.
- In this run the VDD rail shows a maximum IR drop of between 200 and 300 uV.
- The run puts the power density of the placed cells at 995 nW/um2.
- The run puts the internal power consumption at ~670 uW.
- The run puts the proportion of power drawn by the clock network at between 20% and 30%.
- The run gives the combinational cell fraction of total power as roughly a fifth.
- In this run the static leakage power is 0.339 nW.
- The run gives the switching power as a share of total power as a little under a third.
- The design draws ~960 uW.

Final timing:
- In the post-route analysis, the smallest setup slack over all paths is approximately 0.71 ns.
- In the finished design, the share of the clock period the worst path needs comes to around two thirds.
- The final timing report lists clock skew as around 0.0032 ns.
- The run gives the pin slew with the least headroom to its limit as 0.280 ns.
- The run gives the maximum achievable frequency as 669 MHz.
- The run puts the post-layout minimum cycle time at 1.49 ns.
- Hold timing on the final database bottoms out at a slack of 0.474 ns.
- Setup repair after global routing left no endpoint under its margin.
- Measured against its own limit, the worst slew margin works out to 81.3%.
- The run gives the count of final max-slew check failures as 0.
- The run gives the total negative slack as 0 ns.
- The run gives the total setup violations reported at the end of the flow as 0.
- The final timing report lists a hold violation count of 0.

Detailed routing:
- Per the detail_route report, vias per standard cell equal about 3.2.
- The run puts the number of antenna cells inserted at 0.
- The run puts the number of routed nets with antenna violations at 0.
- The violation tally recorded at the end of detailed-routing iteration 0 is 54.
- The final route contains a little under 500 vias.
- The run puts the number of detailed-route iterations in the first pass at 4.
- The run gives the detailed-route DRC error count as 0.
- Per the detailed-route log, wirelength across all metal layers totals around 1200 um.
- The run gives the routed length per placed instance as 7.77 um.

Global route:
- The run puts the wire length of the first global-routing pass at 2100 um.
- The run puts the number of global-route vias before repair at 467.
- The run gives the final global-route overflow total as 0.
- The run puts the number of antenna violations at the first check in global routing at 0.
- For this run, the total global-route usage over all layers was measured as around 2.9%.
- The run gives the maximum number of pins on one net before global-route repair as 12.

Placed design:
- The run gives the count of buffers from port buffering as 10.
- The run puts the final RePlAce weighted congestion at 0.808.
- The run gives the placement-stage worst setup slack as 0.606 ns.
- The wire-length estimate of the detail-placed layout is about 900 um.
- The run gives the post-placement cell count as 146.

Logic synthesis:
- After synthesis the cells add up to 729 um2.
- Yosys reported that registers with async set or reset make up 0%.
- The run gives the prevailing post-synth register cell as sky130_fd_sc_hd__dfxtp_1.
- The run puts the number of distinct library cells after synthesis at 22.
- The run puts the yosys warning tally at 1.
- The number of cells reported by Yosys stat comes to 66.
- Looking at area per cell type in the netlist, the leader is sky130_fd_sc_hd__edfxtp_1.
- The commonest cells after synthesis are sky130_fd_sc_hd__dfxtp_1, sky130_fd_sc_hd__nor2_1, sky130_fd_sc_hd__edfxtp_1.
- The stat command in Yosys gives a chip area of 729 um2.
- The synthesis stat section lists a flop and latch total of 19.
- The synthesized instance count is 66.
- The run gives the sequential-to-total area share from yosys stat as 63.1%.
- The run puts the top-area cell type share of the netlist area at approximately 33%.
- The run gives the number of enable-type register cells in the synthesized netlist as 8.
- By area the synthesized netlist is led by sky130_fd_sc_hd__edfxtp_1, sky130_fd_sc_hd__dfxtp_1, sky130_fd_sc_hd__nor2_1.
- The most frequently used library cell after synthesis is sky130_fd_sc_hd__dfxtp_1.
- The run puts the mean post-synth cell area at 11.1 um2.

Layout:
- The run gives the fill cell instance count of the final layout as 590.
- Leaving out buffers and inverters, the combinational logic in the layout accounts for 254 um2.
- The run gives the final standard cell count with taps included and fillers excluded as 150.
- The run gives the share of layout cells above drive strength 1 as 6.25%.
- The run gives the total area of sequential cells as 460 um2.
- Compared with the post-synthesis result, the final layout area differs by 32.1%.

Die:
- According to the floorplan report, the die width is 93 um.
- The report lists the number of standard-cell rows as 26.
- The run gives the area of the core as 5140 um2.
- The run gives the number of top-level design ports as 11.
- The floorplan step records an initial core utilization of 14.2%.
- The run gives the die height as roughly 93 um.
- The run gives the total die area as just under 9000 um2.

Critical path:
- The run gives the arrival time at the worst endpoint as 1.05 ns.
- The critical path in this run is classified as reg -> out.
- The run puts the data required time at the worst endpoint at 1.76 ns.
- The report lists the cells along the critical path as clkdlybuf4s50_1.
- The slowest stage of the critical path belongs to the cell sky130_fd_sc_hd__clkdlybuf4s50_1.
- The largest single stage delay on the critical path is 0.48 ns.
- On the critical path the largest part of the delay comes from buffers and inverters.
- STA classifies the critical path startpoint as a flip-flop.
- The run puts the largest fanout on the critical path at 2.
- The run gives the type of element capturing the critical path as an output pin.
- The run gives the combined buffer and inverter count along the critical path as 1.

CTS:
- The run gives the total clock sinks as 19.
- CTS built an H-tree with a depth of 1.
- The run puts the clock slew seen by the registers of the worst setup and hold paths at 0.07 ns.
- The run gives the worst-skew pair later-pin latency as 0.25 ns.
- The run puts the clock buffer count from CTS at 3.
- The run puts the post-cts gate resize count at 0.
- The run gives the maximum root-to-sink buffer count as 2.
- The run puts the number of buffers inserted for hold repair after clock tree synthesis at 0.
- Post-CTS timing repair inserted 0 buffers for setup.
- CTS placed an instance of sky130_fd_sc_hd__clkbuf_8 at the clock tree root.
- TritonCTS built the clock tree.

Worst hold path:
- Checking hold timing, the worst path is listed with class reg -> reg.

Job:
- The run puts the number of violations of the max-capacitance limit at 0.
- The run puts the number of warnings in the stage logs at 26.

Outcome:
- The flow ran to the end, and the final reports show no timing, DRC or antenna violations.
## worst paths after layout
check	start	to	slack [ns]	cells after the start
worst max-delay path	received$_SDFFE_PN1P_	received	0.71	1
worst min-delay path	count[0]$_SDFF_PN0_	count[0]$_SDFF_PN0_	0.47	1
worst max register to register	count[0]$_SDFF_PN0_	data_out[3]$_DFFE_PN_	0.71	5
worst min register to register	count[0]$_SDFF_PN0_	count[0]$_SDFF_PN0_	0.47	1
## cell usage in the layout (no fill, tap or decap), drive strengths merged, types with 2 or more instances in the layout
cell type	instances
or3	2
nor3	2
ha	2
a21oi	2
nand2b	2
clkbuf	3
o21ai	4
xnor2	2
nor2	10
dfxtp	11
nand2	4
inv	4
clkdlybuf4s50	10
nand3	4
edfxtp	8
## power groups by stage
stage / clock, mW / sequential, mW / combinational, mW
4_1_cts: 0.241 / 0.524 / 0.204
5_1_grt: 0.259 / 0.541 / 0.242
6_report: 0.232 / 0.524 / 0.202
## per-stage QoR
stage,area [um2],util (%)
5_1_grt,963,18.7
4_1_cts,963,18.7
3_5_place_dp,917,17.8
2_1_floorplan,729,-
3_3_place_gp,917,17.8
6_report,963,18.7
## per-layer routing
layer | wire length (um) | part of all wire, % | GRT usage [%]
met4 | 12 | 1.0 | 0.386
met5 | 0 | 0 | 0
met1 | 607 | 52 | 3.72
met3 | 121 | 10 | 2.10
met2 | 423 | 36 | 3.97
## layout make-up
class	count	area share, %
clock buffers	3	4.29
clock inverters	1	0.519
inverters	4	1.56
multi-input cells	43	26.4
flip-flops and latches	19	47.8
well taps	70	9.09
repair buffers	10	10.4
## logic make-up (layout without fill, tap and decap cells)
| logic type | after synthesis | count (layout) | share of synthesized area [%] |
|---|---|---|---|
| flops | 19 | 19 | 63.1 |
| simple gates | 30 | 30 | 21.4 |
| fa+ha+maj | 2 | 2 | 3.43 |
| buf+inv | 4 | 18 | 2.06 |
| xor+xnor | 3 | 3 | 3.60 |
| compound gates | 8 | 8 | 6.35 |
## sequential cells by signal, summed over array words and instances (netlist names)
name       flops
last_bit       1
received       1
count          8
receiving      1
data_out       8
Power figures rest on the tool's default switching activity, not on a simulated workload.

$ cat /design/flow/run.sh
#!/bin/bash
# OpenROAD 26Q1-2900-gdf79404cd8, Yosys 0.63+post, stock flow scripts
make -C /OpenROAD-flow-scripts/flow DESIGN_CONFIG=/design/flow/config.mk WORK_HOME=/design/flow/orfs finish
$ cat /design/flow/config.mk
export PLATFORM = sky130hd
export DESIGN_NAME = baudrate_gen
export DESIGN_NICKNAME = baudrate_gen
export VERILOG_FILES = /design/flow/design.v
export SDC_FILE = /design/flow/constraint.sdc
export NUM_CORES = 4
export LEC_CHECK = 1
export CORE_UTILIZATION = 30
$ cat /design/flow/constraint.sdc
current_design baudrate_gen

set clk_period 8.6
set clk_io_pct 0.2

create_clock -name clk0 -period $clk_period [get_ports {clk}]

set non_clock_inputs [all_inputs -no_clocks]
set_input_delay [expr $clk_period * $clk_io_pct] -clock clk0 $non_clock_inputs
set_output_delay [expr $clk_period * $clk_io_pct] -clock clk0 [all_outputs]
$ cat /design/flow/design.v
module baudrate_gen(
    input clk,
    output reg baud
    );
    integer counter;
    always @(posedge clk) begin
        counter = counter + 1;
        if (counter == 325) begin counter = 0; baud = ~baud; end
    end
endmodule
==> metrics.csv <==
metric;value;unit
status;completed;
yosysWarnings;1;
cts_resized;0;
fmax;0.3126;GHz
stdcell_area;2054;um2
routedWlPerCell;13.91;um
netlist_area;1908;um2
io_buffers;1;
yosysTopAreaCellShare;33.57;%
min_path_type;flop to flop;
crit_slowest_cell;nor4_1;
pin_count;2;
critPathTopFamily;simple AND/OR/NAND/NOR gates;
row_count;28;
largest_area_cell;dfxtp_1;
drc;0;
reg2reg_depth;7;
clock_power_share;49.2;%
fin_util;34.09;%
vias;1550;
ys_seq_share;35.15;%
netSwitchingPower;54.33;uW
crit_type;flop to flop;
max-cap-violations;0;
critPathRequiredTime;8.60;ns
layout_top_cell;dfxtp_1;
cts_sinks;33;
grt_util_all_layers;13.47;%
chip_area;6683;um2
crit_fanout;6;
leakage;0.0006945;uW
clock_path_buffers;2;
antenna_left;0;
finalSetupViolations;0;
p_int;247.8;uW
flop_cell;dfxtp_1;
cp.buffers_inverters;0;
antenna_cells;0;
synthCells;212;
layout_top_cells;32 x dfxtp_1, 20 x nor2_1, 18 x xnor2_1, 16 x nand4_1, 15 x nand2_1;
cp_cell_sequence;ha_1 -> and4_2 -> nand2_1 -> or4_1 -> xnor2_1 -> nor4_1 -> and4_1;
dp.final_hpwl;2874;um
ys.flops;33;
avgSynthCellArea;9.000;um2
cts_hold_buffers;0;
worstHoldStart;counter[14];
post-route-period-util;37.20;%
slowest_delay;0.82;ns
switching_share;17.98;%
p_seq_share;50.8;%
warning_count;26;
worstPathArrival;3.20;ns
synth-area-yosys;1908;um2
synth_cell_type_count;44;
finClkSkew;0.008648;ns
worstSkewPairLatency;0.28;ns
hold_viol;0;
initial_utilization;31.67;%
grt_pass1_wl;6844;um
wl;3978;um
grt_max_degree;12;
drive_above_1_share;10.43;%
rrSetupSlack;5.40;ns
combPwrFrac;0;%
hold_depth;1;
maxSlewViolCount;0;
power.density;147.1;nW/um2
area_leaders;dfxtp_1 34%, xnor2_1 8.3%, xor2_1 5.5%;
coreArea;6026;um2
root_buffer;clkbuf_8;
grt-ovfl-total;0;
post_cts_buffers;0;
postPlaceCellArea;1938;um2
finalCriticalPeriod;3.199;ns
dieWidth;81.75;um
path_clk_slew;0.07;ns
viasPerCell;5.420;
syn_to_final_growth;7.672;%
cp-end-kind;flop;
setup_tns;0;ns
edf_count;1;
start_kind;flop;
r2r_end;baud;
tightest_slew;0.9344;ns
timing.rr.start;counter[0];
drt-initial-drc-count;155;
cts_max_level;2;
rsz0062_at_grt;false;
grt_pass1_vias;1346;
gp_congestion;0.9050;
tritoncts;done;
antenna_found_initial;0;
slew_headroom;37.13;%
fill_cells;618;
min_to;counter[14];
first_pass_iters;4;
yosysCellCount;212;
irDropWorstVdd;0.00008849;V
dieHeight;81.75;um
cts_buffers;5;
synthArstFlopShare;0;%
[final cells by class]
cell class | count | area [um2] | share of cell area [%]
inverters | 6 | 22.52 | 1.096
clock inverters | 1 | 30.03 | 1.462
repair buffers | 2 | 17.52 | 0.8526
flip-flops and latches | 33 | 670.6 | 32.64
well taps | 75 | 93.84 | 4.568
multi-input cells | 162 | 1134 | 55.18
clock buffers | 7 | 86.33 | 4.202
[metrics by stage]
stage / hold slack [ns] / cells / power [uW] / setup slack [ns]
3_5_place_dp: 0.5008 / 278 / 156.9 / 5.458
5_1_grt: 0.5354 / 286 / 312.4 / 5.232
2_1_floorplan: 0.4672 / 212 / 156.9 / 5.837
4_1_cts: 0.5106 / 286 / 306.5 / 5.448
6_report: 0.5212 / 286 / 302.2 / 5.401
3_3_place_gp: 0.4892 / 278 / 156.9 / 5.617
[synth_stat cells (2+ instances only)]
library cell / instances
or3_2: 2
o21ai_0: 2
nor4_1: 10
xor2_1: 12
and3_1: 3
nand4_1: 16
inv_1: 6
buf_6: 3
nor4b_4: 2
clkbuf_2: 2
clkbuf_1: 2
dfxtp_1: 32
and4_1: 3
buf_4: 3
ha_1: 2
a31oi_1: 7
nand4_4: 2
or4_1: 2
xnor2_1: 18
nand2_1: 15
nor2_1: 20
nand3_1: 12
nor3_1: 14
and4_2: 2
[layer usage]
layer  up-vias  track usage (%)  share of wire, %
met5         -                0                 0
li1        778                -                 -
met4         0            1.404               1.4
met1       733            22.11                50
met2        34            19.17                44
met3         5            2.255               3.9
[worst max-delay path by stage]
stage	from	end	slack [ns]	depth (start not counted)
after CTS	counter[0]	baud	5.45	7
after global routing	counter[0]	baud	5.23	7
final	counter[0]	baud	5.40	7
[sequential cells by signal (all words and copies together) (netlist names)]
signal,count
counter,32
baud,1
[power groups by stage]
stage	registers [uW]	clock network [uW]	logic, uW
after CTS	153	153	0.000367
after global routing	153	159	0.000367
final	153	149	0.000367
[cells by family (layout without fill, tap and decap cells)]
family	count (synthesis)	in the layout	share of synthesized area (%)
buffers and inverters	17	16	5.443
AOI/OAI and AO/OA	16	16	6.689
and+or+nand+nor	112	112	36.53
muxes	2	2	1.115
DFF	33	33	35.15
xor gates and xnor gates	30	30	13.77
adders and majority gates	2	2	1.311
Power is estimated from default activity; no workload was simulated.
